File: config.mk
export PLATFORM = sky130hd
export DESIGN_NAME = keypad_parallel_driver
export DESIGN_NICKNAME = keypad_parallel_driver
export VERILOG_FILES = /design/flow/design.v
export SDC_FILE = /design/flow/constraint.sdc
export NUM_CORES = 4
export LEC_CHECK = 1
export CORE_UTILIZATION = 40
File: design.v
module keypad_parallel_driver (
    input wire clk,
    input wire rst_n,
    input wire [11:0] key_in,    
    output reg [3:0] key_value,  
    output reg key_valid         
);
    parameter CNT_MAX = 1000000; 
    wire [11:0] key_in_inv;
    wire [11:0] key_clean;
    reg [11:0] key_prev;
    assign key_in_inv = ~key_in; 
    genvar i;
    generate
        for (i = 0; i < 12; i = i + 1) begin : key_debounce
            reg [19:0] cnt;
            reg sync_0, sync_1;
            reg clean_reg;
            always @(posedge clk or negedge rst_n) begin
                if (!rst_n) begin
                    cnt <= 0; clean_reg <= 0; sync_0 <= 0; sync_1 <= 0;
                end else begin
                    sync_0 <= key_in_inv[i];
                    sync_1 <= sync_0;
                    if (sync_1 != clean_reg) begin
                        cnt <= cnt + 1;
                        if (cnt >= CNT_MAX) begin
                            clean_reg <= sync_1;
                            cnt <= 0;
                        end
                    end else begin
                        cnt <= 0;
                    end
                end
            end
            assign key_clean[i] = clean_reg;
        end
    endgenerate
    always @(posedge clk or negedge rst_n) begin
        if (!rst_n) begin
            key_prev <= 0; key_valid <= 0; key_value <= 0;
        end else begin
            key_prev <= key_clean; 
            key_valid <= 0;        
            if (key_clean[0] && !key_prev[0]) begin
                key_value <= 4'd1; key_valid <= 1;
            end else if (key_clean[1] && !key_prev[1]) begin
                key_value <= 4'd2; key_valid <= 1;
            end else if (key_clean[2] && !key_prev[2]) begin
                key_value <= 4'd3; key_valid <= 1;
            end else if (key_clean[3] && !key_prev[3]) begin
                key_value <= 4'd4; key_valid <= 1;
            end else if (key_clean[4] && !key_prev[4]) begin
                key_value <= 4'd5; key_valid <= 1;
            end else if (key_clean[5] && !key_prev[5]) begin
                key_value <= 4'd6; key_valid <= 1;
            end else if (key_clean[6] && !key_prev[6]) begin
                key_value <= 4'd7; key_valid <= 1;
            end else if (key_clean[7] && !key_prev[7]) begin
                key_value <= 4'd8; key_valid <= 1;
            end
            else if (key_clean[9] && !key_prev[9]) begin
                key_value <= 4'd10; key_valid <= 1;  
            end else if (key_clean[10] && !key_prev[10]) begin
                key_value <= 4'd0; key_valid <= 1;   
            end else if (key_clean[11] && !key_prev[11]) begin
                key_value <= 4'd11; key_valid <= 1;  
            end
        end
    end
endmodule
File: run.sh
#!/bin/bash
# OpenROAD 26Q1-2900-gdf79404cd8, Yosys 0.63+post, stock flow scripts
make -C /OpenROAD-flow-scripts/flow DESIGN_CONFIG=/design/flow/config.mk WORK_HOME=/design/flow/orfs finish
File: constraint.sdc
current_design keypad_parallel_driver

set clk_period 3.3
set clk_io_pct 0.2

create_clock -name clk0 -period $clk_period [get_ports {clk}]

set non_clock_inputs [all_inputs -no_clocks]
set_input_delay [expr $clk_period * $clk_io_pct] -clock clk0 $non_clock_inputs
set_output_delay [expr $clk_period * $clk_io_pct] -clock clk0 [all_outputs]
==> impl_metrics.tcl <==
# implementation run metrics
set metrics [dict create \
    syn_inst 1321 \
    vdd_drop_max_v 0.000368 \
    portBuffers 17 \
    antenna_found_initial 0 \
    design.core.area_mm2 0.0316 \
    avgSynthCellArea_um2 9.74 \
    reg2reg_depth 5 \
    ys_cells 1321 \
    drive_above_1_share_pct 6.96 \
    layout_min_cycle_time_ns 2.14 \
    rsz0062_at_grt "false" \
    cp_slowest_cell "or4_1" \
    fin_hold_ws_ns 0.0847 \
    initCoreUtil_pct 40.7 \
    largest_reg_flops 220 \
    numSynthFlops 269 \
    synth_seq_share_pct 52.3 \
    arrival_ns 2.63 \
    final_util_pct 46.7 \
    yosys_warnings 1 \
    wl_um 22800 \
    slew_violations 0 \
    tightestPinTransition_ns 0.930 \
    cap_violations 0 \
    hpwl_um 14500 \
    num_io_pins 19 \
    ctsHoldBuffers 0 \
    grt_pass1_wl_um 41100 \
    cp.required_ns 3.79 \
    worstSetupEndpointType "flop" \
    ant_nets 0 \
    rows 65 \
    gp_congestion 0.810 \
    die_w_um 181 \
    cts_setup_buffers 0 \
    clock-skew-final_ns 0.0164 \
    fmax_mhz 468 \
    total_power_uw 7390 \
    worst_r2r_endpoint "key_debounce[5].cnt[3]" \
    powerDensity_mw_per_mm2 501 \
    dp_slack_ns 1.19 \
    track_usage_pct 15.1 \
    synth-main-ff-cell "dfrtp_1" \
    grt_overflow 0 \
    regMostFlops "key_debounce.cnt" \
    cts_root_buf "clkbuf_16" \
    area.combinational_mm2 0.00567 \
    rr_startpoint "key_debounce[5].cnt[13]" \
    status "finished clean" \
    cts_buffer_depth 3 \
    hold_viol 0 \
    post-route-period-util_pct 64.8 \
    chip_area_mm2 0.0329 \
    htree_levels 1 \
    p_leak_uw 0.00607 \
    areaGrowthSynthToFinish_pct 14.7 \
    yosys_area_mm2 0.0129 \
    via_count 9252 \
    synth-edff-count 0 \
    final_cell_mix "269 x dfrtp_1, 190 x nor2_1, 100 x inv_1, 98 x xnor2_1, 79 x nand3_1" \
    drc 0 \
    cts_tree "built" \
    clk_pin_slew_ns 0.06 \
    synth_area_mm2 0.0129 \
    hold_class "in -> async" \
    clock_latency_ns 0.56 \
    die_h_um 181 \
    antenna_cells 0 \
    crit_chain "or4_1 -> o2111ai_1 -> nand3_1 -> buf_4 -> nor2_1" \
    ys_async_sr_fraction_pct 100 \
    wl_per_cell_um 12.7 \
    slowest_delay_ns 0.56 \
    slew_headroom_pct 37.4 \
    cts.sinks 269 \
    startpoint_type "flop" \
    path_max_fanout 13 \
    first_pass_iters 5 \
    warnings 48 \
    register_area_mm2 0.00673 \
    synth_cell_types 49 \
    drt_iter0_markers 543 \
    setup_viol 0 \
    cts_made_buffers 31 \
    fillCellCount 2844 \
    r2r_slack_ns 1.16 \
    grt_pass1_vias 8782 \
    path_class "reg -> reg" \
    layout_top_cell "dfrtp_1" \
    grt_max_degree 78 \
    tns_ns 0 \
    setup_ws_ns 1.16 \
    via_per_inst 5.15 \
    post_cts_resized 0 \
]
[per-layer routing]
layer,share of wire [%],global-route usage (%)
met2,43,22.5
met3,3.1,1.75
met5,0,0
met4,2.5,2.98
met1,52,25.1
[final cells by class]
class	count	share of cell area [%]
sequential	269	45.6
multi-input combinational	930	38.4
clock buffer	37	5.54
tap	402	3.41
inverter	100	2.54
timing repair buffer	36	2.32
clock inverter	21	2.14
[worst max path at each step]
stage | start | endpoint | slack [ns] | depth (start not counted)
final | key_debounce[5].cnt[13] | key_debounce[5].cnt[3] | 1.16 | 5
after global routing | key_debounce[1].cnt[8] | key_debounce[1].cnt[17] | 0.96 | 4
after CTS | key_value[3] | key_value[3] | 1.16 | 1
[power breakdown]
part           switching [uW]  total (uW)  internal, uW
clock                    1390        3770          2390
sequential               45.9        3390          3350
combinational             156         228          71.5
[Yosys cell counts (5+ instances only)]
cell	instances	area (um^2)
nand4_1	40	250
or3_1	40	250
mux2_2	7	78.8
dfrtp_1	269	6730
nor4b_1	5	43.8
nor2_1	190	713
inv_1	100	375
nor3_1	39	195
a21oi_1	60	300
and2_1	7	43.8
and4_1	10	87.6
ha_1	22	275
or4_1	21	158
o31ai_1	21	158
nor4_1	37	231
clkbuf_1	21	78.8
nand2b_1	8	50.1
nor2b_1	9	56.3
o211ai_1	7	52.6
nand3_1	79	395
o21ai_0	43	215
xor2_1	45	394
and3_1	19	119
a21o_1	6	45.0
xnor2_1	98	858
nand2_1	63	236
a211o_1	6	52.6
[worst max-delay path: cells and delay by family, from the launching register on]
| kind | cells | cell delay [ns] |
|---|---|---|
| buf+inv | 1 | 0.33 |
| flops | 1 | 0.41 |
| compound gates | 1 | 0.24 |
| simple gates | 3 | 1.08 |
[logic make-up after synthesis]
group | Yosys count | synth area share, %
simple gates | 582 | 22.9
flops | 269 | 52.3
compound gates | 176 | 8.68
xor+xnor | 143 | 9.74
buf+inv | 122 | 3.57
mux | 7 | 0.613
fa+ha+maj | 22 | 2.14
[per-stage QoR]
stage | cell area, um^2 | cells
after global placement | 13600 | 1737
after CTS | 14800 | 1795
after detailed placement | 13600 | 1737
final | 14800 | 1795
after global routing | 14800 | 1795
after floorplan | 12900 | 1321
