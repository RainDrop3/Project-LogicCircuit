==> flow/design.v <==
module phase1_final_click (
    input wire clk,
    input wire rst_n,
    input wire enable,
    input wire btn_click,
    output reg [31:0] seg_display,
    output reg motor_pulse,
    output reg clear
);
    reg [7:0] current_cnt;
    reg [7:0] target_cnt;
    reg target_set_flag;
    reg [15:0] lfsr_reg;
    wire feedback = lfsr_reg[15] ^ lfsr_reg[13] ^ lfsr_reg[12] ^ lfsr_reg[10];
    always @(posedge clk or negedge rst_n) begin
        if (!rst_n) begin
            lfsr_reg <= 16'hCAFE;
            target_cnt <= 8'd30;
            target_set_flag <= 0;
        end else begin
            lfsr_reg <= {lfsr_reg[14:0], feedback};
            if (enable) begin
                if (!target_set_flag) begin
                    target_cnt <= {3'b0, lfsr_reg[4:0]} + 8'd20;
                    target_set_flag <= 1;
                end
            end else begin
                target_set_flag <= 0;
            end
        end
    end
    always @(posedge clk or negedge rst_n) begin
        if (!rst_n) begin
            current_cnt <= 0; motor_pulse <= 0; clear <= 0;
        end else begin
            motor_pulse <= 0;
            if (enable) begin
                if (btn_click) begin
                    if (current_cnt < target_cnt) begin
                        current_cnt <= current_cnt + 1;
                        motor_pulse <= 1; 
                    end
                end
                if (current_cnt >= target_cnt) clear <= 1;
                else clear <= 0;
            end else begin
                current_cnt <= 0; clear <= 0;
            end
        end
    end
    function [11:0] bin2bcd(input [7:0] bin);
        integer i;
        begin
            bin2bcd = 0;
            for (i = 7; i >= 0; i = i - 1) begin
                if (bin2bcd[3:0] >= 5) bin2bcd[3:0] = bin2bcd[3:0] + 3;
                if (bin2bcd[7:4] >= 5) bin2bcd[7:4] = bin2bcd[7:4] + 3;
                if (bin2bcd[11:8] >= 5) bin2bcd[11:8] = bin2bcd[11:8] + 3;
                bin2bcd = {bin2bcd[10:0], bin[i]};
            end
        end
    endfunction
    reg [11:0] current_bcd;
    reg [11:0] target_bcd;
    always @(*) begin
        current_bcd = bin2bcd(current_cnt);
        target_bcd = bin2bcd(target_cnt);
        seg_display = 32'hFFFF_FFFF;
        seg_display[23:16] = 8'hFF;
        seg_display[15:8]  = 8'hFF;
        seg_display[31:28] = current_bcd[3:0];
        seg_display[27:24] = current_bcd[7:4];
        seg_display[7:4] = target_bcd[3:0];
        seg_display[3:0] = target_bcd[7:4];
    end
endmodule
==> flow/run.sh <==
#!/bin/bash
# OpenROAD 26Q1-2900-gdf79404cd8, Yosys 0.63+post, stock flow scripts
make -C /OpenROAD-flow-scripts/flow DESIGN_CONFIG=/design/flow/config.mk WORK_HOME=/design/flow/orfs finish
==> flow/config.mk <==
export PLATFORM = sky130hd
export DESIGN_NAME = phase1_final_click
export DESIGN_NICKNAME = phase1_final_click
export VERILOG_FILES = /design/flow/design.v
export SDC_FILE = /design/flow/constraint.sdc
export NUM_CORES = 4
export LEC_CHECK = 1
export CORE_AREA = 10 10 108 108
export DIE_AREA = 0 0 118 118
==> flow/constraint.sdc <==
current_design phase1_final_click

set clk_period 6.9
set clk_io_pct 0.2

create_clock -name clk0 -period $clk_period [get_ports {clk}]

set non_clock_inputs [all_inputs -no_clocks]
set_input_delay [expr $clk_period * $clk_io_pct] -clock clk0 $non_clock_inputs
set_output_delay [expr $clk_period * $clk_io_pct] -clock clk0 [all_outputs]
==> out/results.tsv <==
metric	value	unit
status	completed	
layout_min_cycle_time	6.495	ns
crit_type	reg -> out	
drt_iter0_markers	73	
antenna_found_initial	0	
seqPwrFrac	41.7	%
synthFlopType	dfrtp_1	
ys_cells	277	
area_growth	17.75	%
wl_met3	255	um
skew	0.005301	ns
p_per_area	162.1	nW/um2
fill_cells	964	
yosys-stat-area	2572	um2
async_flop_share	100.0	%
die_w	118	um
wirelength	5130	um
gp_congestion	0.8285	
io_pins	38	
hold_viol_final	0	
clock_path_buffers	2	
yosys.stat.seqShare	32.83	%
reg2reg_depth	10	
grt_pass1_wl	8721	um
layout_top_cell	ha_1	
fin_crit_sh	94.14	%
row_count	35	
yosys_warnings	1	
htreeDepth	2	
pwr-share-clk	38.2	%
cts_root_buf	clkbuf_8	
wl_per_cell	11.96	um
clock_sinks	33	
leakage	1.325	nW
hold_class	reg -> reg	
port_buffers	20	
r2r-start	target_cnt[2]$_DFFE_PN1P_	
clk_pin_slew_worst_paths	0.07	ns
dr_total_vias	1972	
synth-edff-count	0	
largest_register_ffs	16	
hold_ws	0.3511	ns
final_cell_mix	ha_1 (24), clkdlybuf4s50_1 (20), inv_1 (19), conb_1 (17), dfrtp_1 (16)	
synth.distinct_cells	54	
fmax	0.1540	GHz
ff_latch_area	847.1	um2
cts_tree	yes	
syn_area	2572	um2
track_usage	7.103	%
overflow	0	
hpwl	3807	um
syn_area_per_cell	9.287	um2
final_core_util	32.63	%
crit_required	5.52	ns
worst_pin_slew	0.9353	ns
max_slew_margin	37.27	%
grt_max_degree	34	
warnings	33	
crit_path_max_fanout	7	
synth_cells	277	
drc	0	
hold_path_end	lfsr_reg[9]$_DFF_PN1_	
end_kind	primary output	
postRouteAntennaNets	0	
power_switching	0.1189	mW
core	9284	um2
ir_worst_vdd	113.3	uV
drv_cap	0	
cts_inserted_buffers	5	
synth_flop_count	33	
met1_length	2764	um
logic_area	1573	um2
fp_util	27.71	%
slew_viol_final	0	
layout-drive-gt1-share	15.67	%
die_h	118	um
start_kind	register	
drt_pass1_iterations	4	
met2_length	2047	um
timing.rr.end	current_cnt[5]$_DFFE_PN0P_	
ctsHoldBuffers	0	
avgViaCountPerCell	4.597	
min_from	lfsr_reg[8]$_DFF_PN0_	
dieArea	13920	um2
cp.arrival	5.12	ns
grt_pass1_vias	1920	
switching_share	24.22	%
worstHoldPathCells	0	
power_frac_comb	20.0	%
finalSetupViolCount	0	
regToRegSetupSlack	3.82	ns
p_int	0.3721	mW
dr.max_layer_used	met4	
clk_latency	0.28	ns
antenna_cells	0	
## per-layer routing
layer | vias up | GRT usage [%]
li1 | 995 | -
met1 | 923 | 10.77
met2 | 45 | 10.14
met3 | 9 | 1.750
met4 | 0 | 1.005
met5 | - | 0
## synthesized netlist by cell type (2+ instances only)
| cell type | instances | area [um2] |
|---|---|---|
| a21oi_1 | 14 | 70.07 |
| ha_1 | 25 | 312.8 |
| o21ai_0 | 9 | 45.04 |
| a211oi_1 | 9 | 67.56 |
| a311oi_1 | 3 | 26.28 |
| nand3_1 | 5 | 25.02 |
| inv_1 | 20 | 75.07 |
| xnor2_1 | 15 | 131.4 |
| buf_2 | 2 | 10.01 |
| clkinv_1 | 2 | 7.510 |
| nand2_1 | 13 | 48.80 |
| nor2b_1 | 4 | 25.02 |
| and2_1 | 3 | 18.77 |
| or4_1 | 2 | 15.01 |
| o311ai_0 | 2 | 17.52 |
| nor3_1 | 5 | 25.02 |
| nor3b_1 | 2 | 15.01 |
| buf_4 | 19 | 142.6 |
| dfstp_2 | 15 | 394.1 |
| xor2_1 | 3 | 26.28 |
| clkbuf_1 | 5 | 18.77 |
| nor2_1 | 16 | 60.06 |
| a21o_1 | 4 | 30.03 |
| mux2i_1 | 8 | 80.08 |
| dfrtp_1 | 18 | 450.4 |
| conb_1 | 2 | 7.510 |
| nand4_1 | 4 | 25.02 |
| a21boi_0 | 3 | 22.52 |
| o21bai_1 | 2 | 15.01 |
| nor4_1 | 2 | 12.51 |
| mux2_2 | 7 | 78.83 |
| o22ai_1 | 3 | 18.77 |
| nand2b_1 | 8 | 50.05 |
| or3_1 | 3 | 18.77 |
## power by group through the flow
stage	registers, mW	logic (mW)	clock network, mW
finish	0.205	0.0983	0.188
global route	0.206	0.113	0.200
CTS	0.205	0.101	0.191
## area by class of cell
cell class | instances | share of cell area, %
Inverter | 22 | 2.726
Tap cell | 129 | 5.328
Multi-Input combinational cell | 211 | 51.92
Timing Repair Buffer | 26 | 8.096
Clock inverter | 2 | 1.239
Clock buffer | 6 | 2.726
Sequential cell | 33 | 27.96
## cell families after synthesis
family                   Yosys count  synth area share, %
other                              2               0.2919
buffers and inverters             48                9.874
adder cells (fa/ha/maj)           25                12.16
AND-OR/OR-AND                     63                17.02
multiplexers                      17                7.199
XOR/XNOR                          18                6.129
flip-flops                        33                32.83
AND/OR/NAND/NOR                   71                14.49
## how the worst max path moves through the flow
stage	endpoint	start	slack (ns)	cells after the start
final	seg_display[26]	current_cnt[5]$_DFFE_PN0P_	0.40	23
after global routing	seg_display[26]	current_cnt[6]$_DFFE_PN0P_	-0.05	24
after CTS	seg_display[26]	current_cnt[5]$_DFFE_PN0P_	0.01	23
## per-stage QoR
step / TNS, ns / total power, mW / instances / setup WS, ns / cell area, um2
floorplan: 0 / 0.2683 / 292 / 1.055 / 2629
global placement: 0 / 0.3070 / 418 / 0.3987 / 2841
detailed placement: 0 / 0.3086 / 418 / 0.2231 / 2841
CTS: 0 / 0.4975 / 426 / 0.01143 / 2962
global route: -0.05918 / 0.5183 / 429 / -0.04917 / 3029
finish: 0 / 0.4911 / 429 / 0.4046 / 3029
## critical path: stages, from the launching register on
cell,delay [ns]
dfrtp_2,0.45
ha_4,0.20
o21ai_0,0.20
xnor2_1,0.17
ha_1,0.26
nand2b_4,0.09
a32oi_2,0.22
xnor2_1,0.19
inv_1,0.15
ha_1,0.21
nand2b_1,0.14
o41a_1,0.16
nor2_4,0.16
mux2_2,0.36
a21oi_1,0.15
xor2_1,0.25
inv_1,0.07
ha_1,0.25
inv_1,0.10
nor2_1,0.04
o21ai_0,0.18
o311ai_2,0.17
mux2i_1,0.18
clkdlybuf4s50_1,0.48
## repair_timing
item | CTS | global route
hold endpoints to repair | 0 | 0
setup buffers | 0 | 3
pin swaps | 0 | 2
setup endpoints to repair | 2 | 3
resized | 1 | 10
No activity file was given, so power comes from the tool's default toggle rates.
