## flow/run.sh

```bash
#!/bin/bash
# OpenROAD 26Q1-2900-gdf79404cd8, Yosys 0.63+post, stock flow scripts
make -C /OpenROAD-flow-scripts/flow DESIGN_CONFIG=/design/flow/config.mk WORK_HOME=/design/flow/orfs finish
```

## flow/config.mk

```make
export PLATFORM = sky130hd
export DESIGN_NAME = text_lcd_driver
export DESIGN_NICKNAME = text_lcd_driver
export VERILOG_FILES = /design/flow/design.v
export SDC_FILE = /design/flow/constraint.sdc
export NUM_CORES = 4
export LEC_CHECK = 1
export CORE_UTILIZATION = 30
```

## flow/constraint.sdc

```tcl
current_design text_lcd_driver

set clk_period 3.8
set clk_io_pct 0.2

create_clock -name clk0 -period $clk_period [get_ports {clk}]

set non_clock_inputs [all_inputs -no_clocks]
set_input_delay [expr $clk_period * $clk_io_pct] -clock clk0 $non_clock_inputs
set_output_delay [expr $clk_period * $clk_io_pct] -clock clk0 [all_outputs]
```

## flow/design.v

```verilog
module text_lcd_driver (
    input  wire         clk,
    input  wire         rst_n,
    input  wire [127:0] line1_buffer,
    input  wire [127:0] line2_buffer,
    output reg          lcd_rs,
    output reg          lcd_rw,
    output reg          lcd_en,
    output reg  [7:0]   lcd_data
);
    parameter CNT_INIT  = 100000;
    parameter CNT_PULSE = 50;
    parameter CNT_EXEC  = 2500;
    reg [19:0] delay_cnt;
    reg [5:0]  char_idx;
    reg [3:0]  state;
    localparam S_INIT_WAIT = 0;
    localparam S_SET_DATA  = 1;
    localparam S_EN_HIGH   = 2;
    localparam S_EN_LOW    = 3;
    localparam S_WAIT_EXEC = 4;
    reg [3:0]  cmd_step;
    reg [7:0]  target_data;
    reg        target_rs;
    reg [19:0] wait_limit;
    wire [7:0] char_data [0:31];
    genvar i;
    generate
        for(i=0; i<16; i=i+1) begin : parsing
            assign char_data[i]    = line1_buffer[8*(15-i) +: 8];
            assign char_data[16+i] = line2_buffer[8*(15-i) +: 8];
        end
    endgenerate
    always @(posedge clk or negedge rst_n) begin
        if(!rst_n) begin
            state <= S_INIT_WAIT;
            cmd_step <= 0;
            char_idx <= 0;
            lcd_en <= 0;
            delay_cnt <= 0;
        end else begin
            case(state)
                S_INIT_WAIT: begin
                    if(delay_cnt < CNT_INIT) delay_cnt <= delay_cnt + 1;
                    else begin
                        delay_cnt <= 0;
                        state <= S_SET_DATA;
                        cmd_step <= 0; 
                    end
                end
                S_SET_DATA: begin
                    lcd_rw <= 0;
                    case(cmd_step)
                        0: begin target_rs<=0; target_data<=8'h38; end
                        1: begin target_rs<=0; target_data<=8'h0C; end
                        2: begin target_rs<=0; target_data<=8'h01; end
                        3: begin target_rs<=0; target_data<=8'h06; end
                        4: begin
                            target_rs <= 0;
                            if(char_idx < 16) target_data <= 8'h80 + char_idx;
                            else              target_data <= 8'hC0 + (char_idx-16);
                        end
                        5: begin
                            target_rs <= 1;
                            target_data <= char_data[char_idx];
                        end
                    endcase
                    lcd_rs <= target_rs;
                    lcd_data <= target_data;
                    state <= S_EN_HIGH;
                    delay_cnt <= 0;
                end
                S_EN_HIGH: begin
                    lcd_en <= 1;
                    if(delay_cnt < CNT_PULSE) delay_cnt <= delay_cnt + 1;
                    else begin
                        delay_cnt <= 0;
                        state <= S_EN_LOW;
                    end
                end
                S_EN_LOW: begin
                    lcd_en <= 0;
                    state <= S_WAIT_EXEC;
                end
                S_WAIT_EXEC: begin
                    wait_limit = (cmd_step == 2) ? CNT_INIT : CNT_EXEC;
                    if(delay_cnt < wait_limit) delay_cnt <= delay_cnt + 1;
                    else begin
                        delay_cnt <= 0;
                        state <= S_SET_DATA;
                        if(cmd_step < 4) cmd_step <= cmd_step + 1;
                        else if(cmd_step == 4) cmd_step <= 5;
                        else begin
                            if(char_idx == 31) begin
                                char_idx <= 0;
                                cmd_step <= 4;
                            end else begin
                                char_idx <= char_idx + 1;
                                cmd_step <= 4;
                            end
                        end
                    end
                end
            endcase
        end
    end
endmodule
```

==> changes_impl.md <==
## Flow update

* Post-DP HPWL at between 20 and 25 mm
* Num CTS Buffers at 5
* Pin count of the biggest net entering global routing at roughly 46
* Critical path class: reg -> reg
* Crit path DRT at roughly 3.8 ns
* Post-CTS Setup Inserts at 0
* Placed Area at 8305 sq um
* Root Driver: clkbuf_16
* Fmax at between 200 and 300 MHz
* Tool warning count at 32
* RR Endpoint: target_data[7]
* Final worst path period need at 3.441 ns
* Final ANT Viol Nets at 0
* Worst setup EP type: flip-flop
* Crit share post-route at 0.9056
* Crit start category: flip-flop
* RSZ-0062 raised after global routing: false
* Number of max-cap violations at 0
* Clk buf depth at 2
* Sequential share of the synthesized area at 0.2686
* Synthesized area at ~5400 sq um
* Final hold violation count at 0
* Max-slew violations at 0
* Yosys stat cell total at 630
* Post-synthesis chip area from yosys at 5370 sq um
* Worst reg-to-reg setup slack at roughly 0.36 ns
* Chip footprint at about 18000 sq um
* Syn Area/Cell at around 8.5 sq um
* Drt drc at 0
* Worst slew pin tran at ~0.92 ns
* Hold crit path type: reg -> reg
* Synth Warn # at 1
* FFs w/ async S/R, synth at 0.6667
* Worst Reg2Reg Path Length in Cells at 10
* Port bufs at roughly 270
* Worst IR drop on VDD at 0.2662 mV
* Worst R2R Start: char_idx[2]
* TritonCTS clock tree: done
* Global-route usage over all layers at 0.3251
* First-pass GRT wire length at ~42 mm
* Pwr per Cell Area at ~180 nW/um^2
* Leak at approximately 3.0 nW
* Main synth FF type: dfrtp_1
* Buffers & Inverters on Critical Path at 1
* CTS Sinks at roughly 54
* Count of TritonRoute iterations in the first routing pass at 5
* Post-synth cell types at 80
* Vias per cell at roughly 5.9
* Top cell excl fill/tap: clkdlybuf4s50_1
* Die Ht at around 140 microns
* Worst Min Path Start: target_rs
* Vias in the first global route at 6552
* Count of library flops with an enable pin at 18
* Post-route cell area at roughly 8500 sq um
* CP top delay family: AND-OR/OR-AND gates
* Via count at ~6.6k
* Grt total ovfl at 0
* H-tree level count at 2
* Setup tns final at 0 ns
* Die X at about 140 microns
* CP cell instances: nand2_1 > nor2_1 > ha_1 > a22o_1 > a31oi_1 > nand4_1 > a2111oi_0 > buf_4 > a21oi_1 > a211o_1
* Relative slew slack at 0.3876
* Layout cells sized above 1 at 0.08523
* Core footprint at between 15000 and 20000 sq um
* WL final at between 20 and 30 mm
* Post-synth regs at 54
* Synth Instances at about 630
* CP max FO at 35
* Worst hold path endpoint: lcd_rs
* Worst setup margin at 0.3589 ns
* FP Util at 0.3083
* Routed len/inst at approximately 26 microns
* GPL Wtd Cong at ~1.0
* Antenna violations before repair at 9
* Outcome: finished clean
* Layout Skew at between 0.005 and 0.006 ns
* # IOs at between 200 and 300
* Hold Path Depth at 0
* Row Count at between 40 and 50
* Worst-Skew Late Latency at about 0.30 ns
* CTS clk-pin slew, worst paths at around 0.070 ns
* CP max stage delay at between 0.6 and 0.7 ns
* Top Layout Cells: 267 x clkdlybuf4s50_1, 45 x nand2_1, 41 x nand3_1
* DRT iter0 DRCs at 504
* Final-report setup violation count at 0
* Worst slack, placed at between 0.2 and 0.3 ns
* Layout area overhead at 58.71%
* Critical path's slowest cell: dfrtp_2
* CP Data Arrival Time at about 3.5 ns
[where the power goes]
part           internal, mW  total [mW]  switching (mW)
clock network         0.375       0.582           0.207
registers             0.598       0.598               0
logic                 0.248       0.319          0.0711
[cells by family (layout without fill, tap and decap cells)]
logic type,count (synthesis),in the layout,synth area share
simple gates,228,228,0.2225
compound gates,210,210,0.3069
buf+inv,71,321,0.05685
flops,54,54,0.2686
mux,49,49,0.1055
fa+ha+maj,16,16,0.03728
other cells,1,9,0.0006983
xor+xnor,1,1,0.001631
[cells in the mapped netlist, types with 5 or more instances]
cell type  number  share of area
nor3_1         26          0.024
dfrtp_1        35           0.16
a221o_1         6          0.011
nor2b_1        10          0.012
o22ai_1         9          0.010
a221oi_1        5         0.0082
and2_1         10          0.012
ha_1           16          0.037
inv_1          19          0.013
a32oi_1        15          0.024
nand4_1         9          0.010
o31ai_1         5         0.0070
edfxtp_1       18           0.10
a22o_1          6         0.0098
o21ai_0        29          0.027
a22oi_1        36          0.050
nand3_1        41          0.038
a211oi_1       12          0.017
o211ai_1        7         0.0098
buf_2          19          0.018
a32o_1          5         0.0093
o2111ai_1       5         0.0082
nor2_1         33          0.023
a31oi_1        10          0.012
nand2b_1        8         0.0093
mux2_2         21          0.044
clkbuf_1       25          0.017
and3_1         13          0.015
a21oi_1        13          0.012
nor4_1          8         0.0093
mux2i_1        24          0.045
nand2_1        45          0.031
[registers in the layout, summed over array words and instances (netlist names)]
name         cells
lcd_en           1
delay_cnt       20
lcd_data         8
char_idx         6
target_rs        1
target_data      8
state            5
cmd_step         4
lcd_rs           1
[stage by stage]
step	cells	hold WS (ns)	power, mW	utilization
final	1113	0.4227	1.500	0.4894
after global routing	1113	0.4353	1.544	0.4894
after CTS	1105	0.4230	1.508	0.4877
after detailed placement	1097	0.4144	0.9261	0.4769
after global placement	1097	0.4064	0.9275	0.4769
after floorplan	630	0.3944	0.6346	-
[area by class of cell]
cell class                      instances  area, sq um
Fill cell                            1646         8894
Multi-Input combinational cell        505         3631
Timing Repair Buffer                  293         2880
Sequential cell                        54         1446
Tap cell                              225        281.5
Clock buffer                            5        125.1
Inverter                               20        75.07
Clock inverter                          3        63.81
Antenna cell                            8        20.02
[worst register-to-register path: cells and delay by family (launching register included)]
kind            cells  cell delay [ns]
buf+inv             1             0.23
fa+ha+maj           1             0.30
simple gates        3             0.63
flops               1             0.69
compound gates      5             1.35
[what timing repair did]
action | in CTS | in global routing
gates resized | 0 | 1
hold buffers | 0 | 0
setup endpoints to repair | 0 | 6
[worst max-delay path by stage]
stage	from	end	slack, ns	cells past startpoint
6_report	char_idx[2]	target_data[7]	0.36	10
5_1_grt	cmd_step[0]	char_idx[5]	0.13	11
4_1_cts	cmd_step[0]	delay_cnt[5]	0.27	11
[per-layer routing]
layer | GRT usage | routed length, microns | vias to the layer above
li1 | - | - | 3014
met1 | 0.4537 | 12350 | 3155
met2 | 0.5187 | 13480 | 351
met3 | 0.06644 | 2507 | 44
met4 | 0.08302 | 646 | 2
met5 | 0 | 13 | -
Power is estimated from default activity; no workload was simulated.
